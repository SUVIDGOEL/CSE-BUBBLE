<file path="design/flow/config.mk">
export PLATFORM = sky130hd
export DESIGN_NAME = mux_pc
export DESIGN_NICKNAME = mux_pc
export VERILOG_FILES = /design/flow/design.v
export SDC_FILE = /design/flow/constraint.sdc
export NUM_CORES = 4
export LEC_CHECK = 1
export CORE_AREA = 10 10 93 93
export DIE_AREA = 0 0 103 103
</file>
<file path="design/flow/constraint.sdc">
current_design mux_pc

set clk_period 5.7
set clk_io_pct 0.2

create_clock -name clk0 -period $clk_period

set non_clock_inputs [all_inputs -no_clocks]
set_input_delay [expr $clk_period * $clk_io_pct] -clock clk0 $non_clock_inputs
set_output_delay [expr $clk_period * $clk_io_pct] -clock clk0 [all_outputs]
</file>
<file path="design/flow/design.v">
`timescale 1ns / 1ps
module mux_pc(
    input [31:0] pc_plus_4,
    input [31:0] branch_addr,
    input [31:0] read_data1,
    input branch,
    input branch_gt,
    input branch_gte,
    input branch_lt,
    input branch_lte,
    input branch_gt_u,
    input branch_lte_u,
    input branch_ne,
    input set_greater,
    input set_great_equal,
    input set_less,
    input set_less_equal,
    input set_greater_u,
    input set_less_u,
    input jump_reg,
    input jump,
    input [31:0] jump_target,
    input zero_out,
    output [31:0] pc_next
);
    wire pc_src;
    assign pc_src =
    (branch        && zero_out)           ||  
    (branch_gt     && set_greater)        ||  
    (branch_gte    && set_great_equal)    ||  
    (branch_lt     && set_less)           ||  
    (branch_lte   && set_less_equal)     ||  
    (branch_gt_u   && set_greater_u)      || 
    (branch_lte_u  && set_less_u)         ||
    (branch_ne     && ~(zero_out));      
    assign pc_next = (jump_reg == 1)?read_data1:(jump==1)?{pc_plus_4[31:26], jump_target}:(pc_src == 0) ? pc_plus_4:branch_addr;
endmodule
</file>
<file path="design/flow/run.sh">
#!/bin/bash
# OpenROAD 26Q1-2900-gdf79404cd8, Yosys 0.63+post, stock flow scripts
make -C /OpenROAD-flow-scripts/flow DESIGN_CONFIG=/design/flow/config.mk WORK_HOME=/design/flow/orfs finish
</file>
==> impl_metrics.tcl <==
# place-and-route summary
set metrics [dict create \
    lay_top_cells "clkdlybuf4s50_1 (177), a21oi_1 (66), mux2i_1 (33)" \
    post-route-period-util 0.816 \
    drcViolationCount 0 \
    max_slew_margin 0.593 \
    drtPass1Iterations 2 \
    arrival_ns 3.51 \
    drv_cap 0 \
    power_mw 0.219 \
    syn_area_um2 1030 \
    die-width_um 103 \
    syn_avg_cell_area_um2 6.64 \
    seq_area_um2 0 \
    ys_cells 155 \
    grt_use_met2 0.216 \
    seq_cell_count 0 \
    synth_warnings 0 \
    grt_pass1_wl_mm 10.2 \
    dp_slack_ns 1.03 \
    rsz0062_at_grt "false" \
    dr_total_vias 1897 \
    areaGrowthSynthToFinish_pct 175 \
    diodes 0 \
    ys_types 13 \
    fin_area_um2 2830 \
    switching_share 0.289 \
    grt_overflow 0 \
    core_um2 6760 \
    ant_nets 0 \
    place.gp.congestion 0.813 \
    clockBufferCount 0 \
    use_met1 0.133 \
    fmaxAchievable_mhz 215 \
    warnings 32 \
    dieArea_um2 10600 \
    setup_violations 0 \
    layout_top_cell "clkdlybuf4s50_1" \
    vias_per_cell 4.75 \
    cts_resized 0 \
    cts_hold_buf 0 \
    endpoint "pc_next[0]" \
    startpoint "branch_lte" \
    vdd_drop_max_uv 26.0 \
    layout_min_cycle_time_ns 4.65 \
    synth_top_cell_by_area "a21oi_1" \
    globalRouteTotalUtil 0.121 \
    p_sw_mw 0.0632 \
    power_frac_comb 1.000 \
    setup_tns_ns 0 \
    die_h_um 103 \
    ios 177 \
    finalNonFillerCells 399 \
    grt_pass1_vias 1971 \
    ys_area_um2 1030 \
    grt_most_used_layer "met2" \
    grt_max_degree 35 \
    crit_type "primary input to output port" \
    n_fill_cell 677 \
    dpl_cell_area_um2 2830 \
    drive_gt1_frac 0.0219 \
    io_buffers 177 \
    ys_seq_share 0 \
    yosysTopAreaCellShare 0.321 \
    combGateArea_um2 897 \
    met3_usage 0.0548 \
    internal-power_mw 0.155 \
    crit_path_end_kind "output port" \
    clkPwrFrac 0 \
    layout_setup_ws_ns 1.05 \
    top_cells_by_area "a21oi_1 (32%), mux2i_1 (32%), o22ai_1 (19%)" \
    antenna_found_initial 0 \
    hpwlAfterDp_mm 5.92 \
    path_max_fanout 17 \
    initial_core_util 0.152 \
    post-cts-setup-buffers 0 \
    wl_mm 7.17 \
    num_rows 30 \
    wire_per_inst_um 18.0 \
    hold_ws_ns 3.24 \
    cp.required_ns 4.56 \
    start_kind "primary input" \
    hold_violations 0 \
    syn_inst 155 \
    hold_class "primary input to output port" \
    placed_cells 399 \
    hp-start "jump_target[21]" \
    power.density_nw_per_um2 77.4 \
    drtIter0Drc 40 \
    p_seq_frac 0 \
    status "finished, final reports clean" \
    p_leak_nw 0.977 \
    post-route-util 0.418 \
    slew_violations 0 \
    worstMarginPinSlew_ns 0.609 \
]
[power groups by stage]
stage,clock network [mW],registers (mW),logic (mW)
after global routing,0,0,0.237
after CTS,0,0,0.222
final,0,0,0.219
[cell usage after synthesis (all sizes together)]
library cell  instances
a221oi                1
nand2                 1
clkbuf               13
a22o                  1
a21oi                66
a22oi                 1
and3                  1
o22ai                31
mux2i                33
buf                   5
inv                   2
[how the worst min path moves through the flow]
stage,endpoint,cells after the start
4_1_cts,pc_next[21],4
5_1_grt,pc_next[25],4
6_report,pc_next[21],4
[routing by layer]
| metal | wire (um) | up-vias |
|---|---|---|
| li1 | - | 954 |
| met4 | 48 | 0 |
| met5 | 0 | - |
| met2 | 3510 | 100 |
| met3 | 941 | 2 |
| met1 | 2670 | 841 |
[layout make-up]
type,instances,area share
inverter,2,0.00266
multi-input combinational,135,0.317
tap,80,0.0354
timing repair buffer,182,0.645
[kinds of logic after synthesis]
family | synth area share
compound gates | 0.540
simple gates | 0.00973
buf+inv | 0.129
mux | 0.321
[critical path, stage by stage]
cell and delay, ns:
clkdlybuf4s50_1 0.39, a22o_1 0.23, a221oi_2 0.16, and3_2 0.56
buf_12 0.25, mux2i_1 0.09, a21oi_1 0.15, clkdlybuf4s50_1 0.52
