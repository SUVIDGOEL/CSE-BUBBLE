--- flow/constraint.sdc ---
current_design general_register_file

set clk_period 9.9
set clk_io_pct 0.2

create_clock -name clk0 -period $clk_period [get_ports {clk}]

set non_clock_inputs [all_inputs -no_clocks]
set_input_delay [expr $clk_period * $clk_io_pct] -clock clk0 $non_clock_inputs
set_output_delay [expr $clk_period * $clk_io_pct] -clock clk0 [all_outputs]
--- flow/design.v ---
`timescale 1ns / 1ps
module general_register_file(
    input reg_write,
    input clk,
    input [4:0] read_reg1,
    input [4:0] read_reg2,
    input [4:0] write_reg,
    input [31:0] write_data,
    output [31:0] read_data1,
    output [31:0] read_data2
);
    reg [31:0] regfile [0:31];
    assign read_data1 = (read_reg1 == 5'd0)?32'd0:regfile[read_reg1];
    assign read_data2 = (read_reg2 == 5'd0)?32'd0:regfile[read_reg2];
    always @(posedge clk)begin
        if(reg_write)begin
            regfile[write_reg] <= write_data;
        end
    end
endmodule
--- flow/config.mk ---
export PLATFORM = sky130hd
export DESIGN_NAME = general_register_file
export DESIGN_NICKNAME = general_register_file
export VERILOG_FILES = /design/flow/design.v
export SDC_FILE = /design/flow/constraint.sdc
export NUM_CORES = 4
export LEC_CHECK = 1
export CORE_UTILIZATION = 30
--- flow/run.sh ---
#!/bin/bash
# OpenROAD 26Q1-2900-gdf79404cd8, Yosys 0.63+post, stock flow scripts
make -C /OpenROAD-flow-scripts/flow DESIGN_CONFIG=/design/flow/config.mk WORK_HOME=/design/flow/orfs finish
==> flow_metrics.tcl <==
# metrics dict for downstream scripts
set metrics [dict create \
    yosysWarningCount 1 \
    cp_cell_sequence "clkdlybuf4s50_1 -> or3b_2 -> buf_4 -> o221ai_1 -> a211oi_1 -> nor3_1 -> buf_4 -> clkdlybuf4s50_1" \
    p_leak_nw 17.2 \
    fin_crit_sh 0.805 \
    setup_viol 0 \
    die_area_mm2 0.158 \
    antenna_found_initial 13 \
    numCtsBuffers 105 \
    p_per_area_mw_per_mm2 178 \
    grt_max_degree 87 \
    clock-sinks 1024 \
    die.size.y_um 398 \
    yosys.area_share.simple 0.0194 \
    cts_tree "yes" \
    wl_per_cell_um 31.5 \
    grt-ovfl-total 0 \
    num-fill-cells 14200 \
    path_class "input pin to output port" \
    io_buffers 112 \
    synth_area_mm2 0.0470 \
    dpl_cell_area_mm2 0.0511 \
    ctsLongestPathBuffers 3 \
    vias 26300 \
    setup_slack_ns 1.93 \
    rsz0062_at_grt "no" \
    slowest_stage "a211oi_1" \
    synthXorXnorAreaFrac 0 \
    hold_viol_final 0 \
    crit_family "buffers and inverters" \
    largest-register "regfile" \
    dpl.cell_count 4495 \
    final_cells 4690 \
    synth_seq_share 0.655 \
    largest_register_ffs 1024 \
    fa_ha_area_frac 0 \
    fin_setup_tns_ns 0 \
    cp_slowest_stage_delay_ns 1.05 \
    clk_pin_slew_ns 0.06 \
    async_flop_share 0 \
    status "complete, no violations" \
    ioPinCount 113 \
    reg_top3 "regfile x1024" \
    die-width_um 398 \
    mux_share 0.249 \
    cp-start-kind "input pin" \
    fp-utilization 0.303 \
    ctsRootBufferMaster "clkbuf_16" \
    cts_resized 0 \
    cp_max_fo 38 \
    drtAntennaViolNets 0 \
    endpoint_kind "output port" \
    yosys_cells 2400 \
    gp_congestion 0.906 \
    topCellsByArea "edfxtp_1 (65%), mux4_2 (20%), mux2i_1 (3.9%)" \
    ys_chip_area_mm2 0.0470 \
    max-vdd-ir-drop_v 0.000127 \
    drtPass1Iterations 5 \
    worst_slew_pin_slew_ns 1.38 \
    aoi_share 0.0541 \
    grt_pass1_vias 29200 \
    slew_viol_final 0 \
    track_usage 0.201 \
    rows 144 \
    avgSynthCellArea_um2 19.6 \
    via_per_inst 5.61 \
    routed_wl_mm 148 \
    place_hpwl_mm 89.7 \
    area_delta_synth_final_pct 16.2 \
    slew_headroom 0.0735 \
    critical_path_arrival_ns 5.99 \
    synth_cell_type_count 40 \
    ys.flop_type "edfxtp_1" \
    htreeDepth 3 \
    max_freq_ghz 0.125 \
    hold_path.class "input pin to flop" \
    first_iter_violations 1576 \
    period_minus_slack_ns 7.97 \
    synthTopLogicFamily "multiplexers" \
    cts_hold_buf 0 \
    core_area_mm2 0.155 \
    grt_pass1_wl_mm 208 \
    holdWs_ns 2.12 \
    stdcell_area_mm2 0.0546 \
    drc_errors 0 \
    post_cts_buffers 0 \
    top_cell_area_share 0.655 \
    cap_violations 0 \
    yosysTopAreaCell "edfxtp_1" \
    crit_required_ns 7.92 \
    crit_buf_inv 4 \
    layout-drive-gt1-share 0.297 \
    synth_flop_count 1024 \
    synth_cells 2400 \
    warnings 26 \
    dp_slack_ns 1.96 \
    synth-edff-count 1024 \
]
[synth_stat cells, types with 5 or more instances]
cell / n
nand2_1: 65
a22o_1: 62
o22ai_1: 55
buf_2: 58
a21oi_1: 46
a32o_1: 9
buf_4: 20
edfxtp_1: 1024
mux2i_1: 183
a221oi_1: 23
nor3_1: 32
a2111oi_0: 31
nor4_1: 9
nor2b_1: 8
inv_1: 25
mux2_1: 19
nand3b_1: 7
mux2_2: 5
a211o_1: 23
a211oi_1: 47
buf_1: 7
o221ai_1: 31
and2_1: 13
mux4_2: 425
buf_6: 12
nor2_1: 35
clkbuf_1: 104
[placed cells by master (no fill, tap or decap), types with 24 or more instances in the layout]
cell and count:
o221ai_1 31, a22o_1 62, buf_4 130, clkdlybuf4s50_1 105, mux4_2 425, edfxtp_1 1024, clkinv_2 25, nor3_1 32
inv_1 24, nor2_4 33, a21oi_1 46, a211oi_1 47, nand2_1 64, mux2i_1 183, clkbuf_16 108, o22ai_1 55
[routing by layer]
metal | track usage | part of all wire | vias to the layer above
met4 | 0.0401 | 0.026 | 30
met2 | 0.289 | 0.45 | 2003
met3 | 0.189 | 0.21 | 236
met5 | 0.0291 | 0.0056 | -
li1 | - | - | 10700
met1 | 0.213 | 0.31 | 13300
[power breakdown]
group | leakage (nW) | switching, mW | internal (mW) | total [mW]
clock network | 1.68 | 1.64 | 2.32 | 3.97
registers | 9.22 | 0.0203 | 4.82 | 4.84
logic | 6.30 | 0.511 | 0.375 | 0.886
[final timing paths]
check	slack, ns	start	endpoint	depth (start not counted)
min	2.12	write_data[13]	regfile[17][13]$_DFFE_PP_	2
max	1.93	read_reg2[3]	read_data2[5]	8
[cell type report]
cell class	count	area [um2]	share of cell area
timing repair buffer	253	2260	0.0415
multi-input combinational	1150	15500	0.283
inverter	25	98.8	0.00181
clock inverter	66	658	0.0121
clock buffer	127	2770	0.0508
antenna	1	2.50	0.0000459
sequential	1024	30700	0.564
tap	2044	2560	0.0469
[cell families (layout without fill, tap and decap cells)]
family          Yosys count  after routing
compound gates          331            331
buf+inv                 226            471
flops                  1024           1024
mux                     632            632
other cells               0              1
simple gates            187            187
[through the flow]
step                       util  power, mW
after floorplan               -       5.39
after global routing      0.353       9.97
after global placement    0.330       5.81
final                     0.353       9.70
after detailed placement  0.330       5.82
after CTS                 0.353       9.75
Power and IR drop assume default switching activity.
