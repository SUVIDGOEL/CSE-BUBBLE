--- flow/config.mk ---
export PLATFORM = sky130hd
export DESIGN_NAME = fpu_register_file
export DESIGN_NICKNAME = fpu_register_file
export VERILOG_FILES = /design/flow/design.v
export SDC_FILE = /design/flow/constraint.sdc
export NUM_CORES = 4
export LEC_CHECK = 1
export CORE_UTILIZATION = 30
--- flow/constraint.sdc ---
current_design fpu_register_file

set clk_period 6.4
set clk_io_pct 0.2

create_clock -name clk0 -period $clk_period [get_ports {clk}]

set non_clock_inputs [all_inputs -no_clocks]
set_input_delay [expr $clk_period * $clk_io_pct] -clock clk0 $non_clock_inputs
set_output_delay [expr $clk_period * $clk_io_pct] -clock clk0 [all_outputs]
--- flow/design.v ---
`timescale 1ns / 1ps
module fpu_register_file (
    input clk,
    input we,                         
    input [4:0] raddr1, raddr2,       
    input [4:0] waddr,                
    input [31:0] wdata,              
    output [31:0] rdata1, rdata2     
);
    reg [31:0] fregs[0:31];
    initial
    begin
        fregs[0] = 32'h40600000;  
        fregs[1] = 32'h3FA00000;  
    end
    always @(posedge clk) begin
        if (we)
            fregs[waddr] <= wdata;
    end
    assign rdata1 = fregs[raddr1];
    assign rdata2 = fregs[raddr2];
endmodule
--- flow/run.sh ---
#!/bin/bash
# OpenROAD 26Q1-2900-gdf79404cd8, Yosys 0.63+post, stock flow scripts
make -C /OpenROAD-flow-scripts/flow DESIGN_CONFIG=/design/flow/config.mk WORK_HOME=/design/flow/orfs finish
==> results.yml <==
# flow metrics
synth:
  syn_inst: 3386
  yosysSeqAreaShare: 0.630
  top_area_frac: 0.630
  edf_count: 1024
  ys_sh_adder: 0
  yosys-stat-cells: 3386
  yosysUniqueCellTypes: 23
  syn_avg_cell_area_um2: 14.4
  synth-xor-area-share: 0
  mux_share: 0.210
  ys_warn_count: 1
  ys_sh_aoi: 0.0804
  yosys.area.top_type: "edfxtp_1"
  dominantRegCellSynth: "edfxtp_1"
  ys_area_um2: 48800
  ys_sh_simple: 0.0471
  netlist_area_um2: 48800
  topCellsByArea: "edfxtp_1 63%, mux2i_1 21%, a22oi_1 3.0%"
  synth_flops: 1024
  synthTopLogicFamily: "multiplexers"
  synth.cells.most_frequent: "1024 x edfxtp_1, 1024 x mux2i_1, 195 x nand2_1"
  async_reset_ff_frac: 0
floorplanning:
  die_area_um2: 164000
  die_h_um: 405
  num_rows: 147
  die_w_um: 405
  boundaryPins: 113
  coreArea_um2: 161000
  initCoreUtil: 0.303
placement:
  place_hpwl_mm: 88.7
  gp_congestion: 0.873
  io_buffers: 112
  dp_cells: 5560
  place_area_um2: 52900
layout:
  fin_area_um2: 56300
  final_cells: 5748
  layout-drive-gt1-share: 0.0987
  largest_register: "fregs"
  largest_register_ffs: 1024
  syn_to_final_growth_pct: 15.4
  top_regs: "fregs: 1024 flops"
drt:
  ant_nets: 0
  drc_errors: 0
  wl_mm: 156
  via_per_inst: 5.43
  dr.first_iter.drc_count: 2283
  dr.pass1.iters: 5
  wl_per_cell_um: 27.1
  vias: 31200
timing:
  rsz0062_at_grt: "false"
  period_used_share: 0.877
  slew_headroom: 0.362
  setup_violations: 0
  fin_tns_setup_ns: 0
  hold_viol_final: 0
  fmax_ghz: 0.178
  slew_viol_final: 0
  worst_slew_pin_slew_ns: 0.955
  period_needed_ns: 5.61
pwr:
  total_power_uw: 15100
  cellPowerDensity_nw_per_um2: 267
  p_leak_uw: 0.0203
  vdd_ir_drop_max_mv: 0.264
clocking:
  cts_hold_buffers: 0
  post_cts_buffers: 0
  cts.clk_slew.worst_paths_ns: 0.07
  cts_root_buf: "clkbuf_16"
  cts.sinks: 1024
  post_cts_resized: 0
  numCtsBuffers: 101
  clockBufferDepth: 3
  h-tree-depth: 3
  cts_tree: "built"
run:
  drv_cap: 0
  tool_warnings: 26
critical_path:
  cp-endpoint: "rdata1[3]"
  endpoint_kind: "primary output"
  crit_type: "in -> out"
  required_ns: 5.12
  cp-start-kind: "input port"
  startpoint: "raddr1[2]"
  cp_max_fo: 28
  crit_path_max_incr_delay_ns: 0.80
  cp_slowest_cell: "clkdlybuf4s50_1"
  path_cells: "clkdlybuf4s50_1 > and2_4 > buf_4 > a22o_1 > nor3_1 > a31oi_1 > nand3_1 > clkdlybuf4s50_1"
  worstPathArrival_ns: 4.33
  cp_common_cell: "clkdlybuf4s50_1"
grt:
  busiest_layer: "met2"
  use_met2: 0.302
  grt_usage: 0.198
  grt_pass1_vias: 32200
  antenna_found_initial: 9
  grtUsageMet1: 0.235
  grt_pass1_wl_mm: 222
  overflow: 0
  gr-usage-met3: 0.122
  grt_max_degree: 80
outcome:
  outcome: "finished, final reports clean"
worst_hold_path:
  whs_path_depth: 2
  hp-class: "in -> reg"
## how the worst min path moves through the flow
stage,start,end,slack [ns]
after CTS,wdata[1],fregs[15][1],1.31
after global routing,wdata[1],fregs[31][1],1.36
final,wdata[1],fregs[15][1],1.35
## area by class of cell
cell class                 instances  area, µm²
antenna                            1       2.50
clock buffer                     118       2610
clock inverter                    69        798
fill                           15200     105000
multi-input combinational       2109      16800
sequential                      1024      30700
tap                             2160       2700
timing repair buffer             267       2680
## worst max-delay path, delay by kind of cell
family / cells / cell delay [ns]
simple gates: 3 / 0.86
compound gates: 2 / 0.51
buf+inv: 3 / 1.65
## through the flow
| stage | util | hold slack [ns] | worst slack, ns |
|---|---|---|---|
| after global placement | 0.329 | 2.11 | 0.833 |
| after CTS | 0.350 | 1.31 | 0.806 |
| final | 0.350 | 1.35 | 0.786 |
| after global routing | 0.350 | 1.36 | 0.706 |
| after floorplan | - | 1.38 | 2.69 |
| after detailed placement | 0.329 | 2.11 | 0.818 |
## where the power goes
| part | switching (µW) | internal [µW] |
|---|---|---|
| Sequential | 31.8 | 7460 |
| Clock | 2650 | 3510 |
| Combinational | 872 | 538 |
| Total | 3550 | 11500 |
## logic make-up (layout without fill, tap and decap cells)
family	after synthesis	in the layout
buf+inv	253	454
other cells	0	1
mux	1024	1024
flops	1024	1024
simple gates	509	509
compound gates	576	576
## routing by layer
metal  up-vias  part of all wire  routed length, µm
met4        18             0.038               5870
li1      13600                 -                  -
met1     15400              0.35              55200
met3       336              0.14              22200
met5         -            0.0016                254
met2      1808              0.46              72100
## cell usage in the layout, fill, tap and decap left out
master	instances
inv_16	3
nor2_4	34
nor3_1	64
a22o_1	128
bufinv_16	14
inv_6	1
clkbuf_16	102
nor2b_4	4
a31oi_1	64
clkinv_4	5
clkinv_16	2
buf_12	31
or3b_2	3
nand3b_1	5
nor2_1	1
buf_8	2
nand2_1	193
edfxtp_1	1024
a22oi_1	192
clkinv_2	16
clkinvlp_4	2
nand2b_2	4
and2_4	2
or3_1	1
clkinv_8	1
or2_2	2
mux2i_1	1024
nand3_1	194
clkdlybuf4s50_1	110
buf_4	124
clkinv_1	25
diode_2	1
nand2_2	2
a21oi_1	192
clkbuf_1	16
Power and IR drop assume default switching activity.
